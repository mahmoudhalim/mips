<file path="design.v">
`timescale 1ns / 1ps
module adder(
    input [31:0] a,
    input [31:0] b,
    output [31:0] y
    );
    assign y = a+b;
endmodule
`timescale 1ns / 1ps
module alu(
input [31:0] srcA,
input [31:0] srcB,
input [2:0] aluControl,
output reg [31:0] aluOut,
output zero
    );
    always @(*) begin
    case (aluControl)
        3'b000: aluOut = srcA & srcB;
        3'b001: aluOut = srcA | srcB;
        3'b010: aluOut = srcA + srcB;
        3'b011: aluOut = 32'bx;
        3'b100: aluOut = srcA & ~srcB;
        3'b101: aluOut = srcA | ~srcB;
        3'b110: aluOut = srcA - srcB;
        3'b111: aluOut = (srcA < srcB)? 32'b1 : 32'b0;
    endcase
    end
    assign zero = (aluOut == 32'b0);
endmodule
`timescale 1ns / 1ps
module aludec(
    input [5:0] funct,
    input [1:0] aluop,
    output reg [2:0] aluControl
    );
    always @(*) begin
    case(aluop)
    2'b00:aluControl<=3'b010;
    2'b01:aluControl<=3'b110;
    default: case(funct)
    6'b100000: aluControl <= 3'b010;
    6'b100010: aluControl <= 3'b110;
    6'b100100: aluControl <= 3'b000;
    6'b100101: aluControl <= 3'b001;
    6'b101010: aluControl <= 3'b111;
    default:   aluControl <= 3'bxxx;
    endcase
    endcase 
    end
endmodule
`timescale 1ns / 1ps
module controller(
    input [5:0] op,
    input [5:0] funct,
    input zero,
    output memtoreg, memwrite,
    output pcsrc, alusrc,
    output regdst, regwrite,
    output jump,
    output [2:0] alucontrol    
    );
    wire  [1:0] aluop;
    wire  branch;
    maindec md (op, memtoreg, memwrite, branch, alusrc, regdst, regwrite, jump, aluop);
    aludec ad(funct, aluop, alucontrol);
    assign pcsrc = branch & zero;
endmodule
`timescale 1ns / 1ps
module datapath(
        input clk, reset,
        input memtoreg, pcsrc,
        input alusrc, regdst,
        input regwrite, jump,
        input [2:0] alucontrol,
        output zero,
        output [31:0] pc,
        input [31:0] instr,
        output [31:0] aluout, writedata,
        input [31:0] readdata);
    wire [4:0] writereg;
    wire [31:0] pcnext, pcnextbr, pcplus4, pcbranch;
    wire [31:0] signimm, signimmsh;
    wire [31:0] srca, srcb;
    wire [31:0] result;
    flopr #(32) pcreg(clk, reset, pcnext, pc);
    adder pcadd1(pc, 32'b100, pcplus4);
    sl2 immsh(signimm, signimmsh);
    adder pcadd2(pcplus4, signimmsh, pcbranch);
    mux2 #(32) pcbrmux(pcplus4, pcbranch, pcsrc, pcnextbr);
    mux2 #(32) pcmux(pcnextbr, {pcplus4[31:28],instr[25:0], 2'b00}, jump, pcnext);
    regfile rf(clk,regwrite,instr[25:21],instr[20:16],writereg,result,srca,writedata);
    mux2#(5) wrmux(instr[20:16], instr[15:11],regdst,writereg);
    mux2 resmux(aluout, readdata, memtoreg, result);
    signext se(instr[15:0], signimm);
    mux2 srcbmux(writedata, signimm, alusrc, srcb);
    alu alu (srca,srcb,alucontrol,aluout,zero);
endmodule
`timescale 1ns / 1ps
module flopr #(parameter N=32)(
        input clk, reset,
        input [N-1:0] d,
        output reg [N-1:0] q
    );
    always @(posedge clk, posedge reset)
        if(reset) q<=0;
        else q <= d;
endmodule
`timescale 1ns / 1ps
module maindec(
        input [5:0] op,
        output memtoreg, memwrite,
        output branch, alusrc,
        output regdst, regwrite,
        output jump,
        output [1:0] aluop);
        reg [8:0] control;
        assign {regwrite, regdst, alusrc,
         branch, memwrite, memtoreg,
          jump, aluop} = control;
          always @(*)
          case (op)
          6'b000000: control<= 9'b110000010;  
          6'b100011: control<= 9'b101001000;  
          6'b101011: control<= 9'b001010000;  
          6'b000100: control<= 9'b000100001;  
          6'b001000: control<= 9'b101000000;  
          6'b000010: control<= 9'b000000100;  
          default:   control<= 9'bxxxxxxxxx;
          endcase
endmodule
`timescale 1ns / 1ps
module mips(
        input clk, reset,
        output [31:0] pc,
        input [31:0] instr,
        output memwrite,
        output [31:0] aluout, writedata,
        input [31:0] readdata
    );
    wire memtoreg, alusrc, regdst, regwrite, jump, zero, pcsrc;
    wire [2:0] alucontrol;
    controller c(instr[31:26], instr[5:0], zero,
     memtoreg, memwrite, pcsrc, alusrc, regdst, 
     regwrite, jump, alucontrol);
    datapath dp(clk, reset, memtoreg, pcsrc,
     alusrc, regdst, regwrite, jump, alucontrol,
    zero, pc, instr,
    aluout,writedata, readdata);
endmodule
`timescale 1ns / 1ps
module mux2 #(parameter N = 32)(
        input [N-1:0] d0,d1,
        input s,
        output [N-1:0] y
    );
    assign y = s? d1:d0;
endmodule
`timescale 1ns / 1ps
module regfile(
    input clk,
    input we3,
    input [4:0] ra1,
    input [4:0] ra2,
    input [4:0] wa3,
    input [31:0] wd3,
    output [31:0] rd1,
    output [31:0] rd2
    );
    reg [31:0] registerFile [31:0];
    always @(posedge clk)
    begin
    if (we3)
        registerFile[wa3] <= wd3;
    end
    assign rd1 = (ra1 == 0)?32'b0: registerFile[ra1];
    assign rd2 = (ra2 == 0)?32'b0: registerFile[ra2];
endmodule
`timescale 1ns / 1ps
module signext(
    input [15:0] a,
    output [31:0] y
    );
    assign y = {{16{a[15]}}, a};
endmodule
`timescale 1ns / 1ps
module sl2(
    input [31:0] a,
    output [31:0] y
    );
    assign y = {a[29:0], 2'b00};
endmodule
</file>
<file path="run.sh">
#!/bin/bash
# OpenROAD 26Q1-2900-gdf79404cd8, Yosys 0.63+post, stock flow scripts
make -C /OpenROAD-flow-scripts/flow DESIGN_CONFIG=/design/flow/config.mk WORK_HOME=/design/flow/orfs finish
</file>
<file path="config.mk">
export PLATFORM = sky130hd
export DESIGN_NAME = mips
export DESIGN_NICKNAME = mips
export VERILOG_FILES = /design/flow/design.v
export SDC_FILE = /design/flow/constraint.sdc
export NUM_CORES = 4
export LEC_CHECK = 1
export CORE_UTILIZATION = 40
</file>
<file path="constraint.sdc">
current_design mips

set clk_period 18.9
set clk_io_pct 0.2

create_clock -name clk0 -period $clk_period [get_ports {clk}]

set non_clock_inputs [all_inputs -no_clocks]
set_input_delay [expr $clk_period * $clk_io_pct] -clock clk0 $non_clock_inputs
set_output_delay [expr $clk_period * $clk_io_pct] -clock clk0 [all_outputs]
</file>
==> deck_impl_summary.md <==
Synthesis and Place & Route Summary

Status
  • Status: completed

Logic synthesis
  • Synth area leader: edfxtp_1
  • Ys async rst share: 2.846%
  • Ys cells: 3,761
  • Simple-Gate Fraction of Synth Area: 6.474%
  • YS chip area: 57,340 µm²
  • Post-synthesis sequential area ratio: 54.94%
  • Top-area cell share: 53.63%
  • Mapped cell area: 57,340 µm²
  • Synthesized registers: 1,054
  • Area contributors post-synth: edfxtp_1, mux4_2, mux2i_1
  • Adder share: 2.156%
  • Synth Instances: 3,761
  • Mux cell area share: 23.50%
  • EDFF count, synth: 1,024
  • Xor/xnor share of the synthesized area: 1.008%
  • Mean Syn Cell Area: 15.25 µm²
  • Comb area leader: multiplexers
  • Dominant flop cell: edfxtp_1
  • Unique cell types: 112
  • AO/OA Area Share: 8.586%
  • Syn. warnings: 5

Placed design
  • Placer Congestion: 0.9989
  • IO Port Bufs: 160
  • Worst slack at placement: 3.446 ns
  • Dpl hpwl: 131.5 mm
  • Placed inst area: 61,340 µm²

STA
  • Worst hold slack: 0.6010 ns
  • Post-Route Setup TNS: 0 ns
  • Worst Skew: 0.03873 ns
  • Final setup vio count: 0
  • Hold Violations, Final: 0
  • Min Clock Period, post-route: 16.00 ns
  • Max_slew headroom: 9.102%
  • PnR worst setup slack: 2.903 ns
  • RSZ-0062 raised after global routing: false
  • Pin slew with the least headroom to its limit: 1.360 ns
  • Final worst-path cycle share: 84.64%
  • Max Transition Viols Final: 0
  • Achievable frequency: 0.06251 GHz

Floorplan
  • Core Util at FP: 40.40%
  • Die area: 144,900 µm²
  • I/O pin count: 163
  • Core footprint: 141,900 µm²
  • Die height: 380.6 µm
  • Die Span X: 380.6 µm
  • Row Count: 138

Routing
  • First drt pass iteration count: 8
  • Wire per inst: 34.11 µm
  • Routed vias: 37.82k
  • WL final: 202.5 mm
  • DR vias/cell: 6.372
  • Iteration-0 DRC Markers: 2,727
  • Detail Route Antenna Nets: 0
  • # DRC: 0

Global route
  • Total global routing overflow: 0
  • Initial antenna violation count: 5
  • First-pass GRT wire length: 288.5 mm
  • Pin count of the biggest net entering global routing: 96
  • Global-route usage over all layers: 30.38%
  • Number of global-route vias before repair: 39.98k

Clock tree
  • Max Buffers Root-to-Sink: 3
  • Root buffer selected by CTS: clkbuf_16
  • # H-tree levels: 3
  • CTS tree: done
  • Post-CTS Setup Bufs: 0
  • CTS Sinks: 1,054
  • CTS Hold Bufs: 0
  • Post-CTS Resized: 0
  • Latency at later pin: 0.74 ns
  • Reg clk slew, reported paths: 0.06 ns
  • Num CTS Buffers: 109

Layout
  • Share of cells above drive strength 1: 23.82%
  • Area growth syn-to-layout: 13.42%
  • Post-route cell area: 65,030 µm²

Pwr
  • Leak Pwr: 0.02176 µW
  • Pwr per Cell Area: 108.2 nW/µm²
  • Pwr Total: 7036 µW
  • Worst VDD drop: 0.00008144 V

Hold path
  • Worst Hold Depth: 2
  • Hold_sp: dp.pcreg.q[31]$_DFF_PP0_
  • HP Class: register to register
  • Min-Delay Endpoint: dp.pcreg.q[31]$_DFF_PP0_

Worst setup path
  • Crit path capture type: primary output
  • Max FO, Critical Path: 35
  • Worst R2R Start: dp.rf.registerFile[15][3]$_DFFE_PP_
  • Reg-to-reg slack, setup: 11.00 ns
  • R2R cell count: 22
  • Type of origin of the critical path: input port
  • RR Endpoint: dp.pcreg.q[12]$_DFF_PP0_
  • Worst EP arrival: 12.22 ns
  • Critical Path RT: 15.12 ns
  • Kind of critical path: input port to primary output

Job
  • Tool Warnings: 58
  • Max-cap check violation count: 0
cells in the final DEF, fill, tap and decap left out, types with 59 or more instances in the layout:
cell	count
a22oi_1	66
o21ai_0	75
clkbuf_16	109
inv_1	85
nand2_1	170
edfxtp_1	1024
clkdlybuf4s50_1	150
nand3_1	59
ha_1	94
buf_4	168
nor2_1	221
a21oi_1	176
mux4_2	466
mux2i_1	200
state kept, by name, indices dropped and copies added, names as in the netlist:
name	count
dp.pcreg.q	30
dp.rf.registerFile	1024
power by group:
group          internal (µW)  switching (µW)
Combinational            639            1120
Clock                   1300             938
Sequential              2980            53.5
Total                   4920            2110
worst max-delay path, stage by stage:
cell	delay, ns
buf_6	0.34
buf_4	0.67
nor2_1	0.40
nand3_1	1.11
o221ai_1	0.31
nor2_1	1.09
ha_1	0.28
nor2b_1	0.22
o2111ai_1	0.21
a2111o_1	0.52
a221oi_1	0.68
o211ai_1	0.30
a21oi_1	0.39
o21a_1	0.20
o41ai_1	0.12
nand2b_1	0.17
a311o_1	0.35
a21oi_1	0.43
clkdlybuf4s50_1	0.56
per-stage QoR:
stage,util [%],instances
3_3_place_gp,43.22,5726
2_1_floorplan,-,3762
3_5_place_dp,43.22,5726
5_1_grt,45.81,5931
6_report,45.82,5935
4_1_cts,45.81,5929
worst max path at each step:
stage,startpoint,end,slack [ns]
4_1_cts,instr[23],aluout[31],3.39
5_1_grt,instr[23],aluout[31],2.84
6_report,instr[23],aluout[31],2.90
kinds of logic (layout without fill, tap and decap cells):
kind of cell,Yosys count,in the layout
flip-flops,1054,1054
AND/OR/NAND/NOR,764,764
multiplexers,733,733
AND-OR/OR-AND,703,703
buffers and inverters,343,620
adder cells (fa/ha/maj),97,97
XOR/XNOR,66,66
other,1,8
cell type report:
type | count | area [µm²]
inverters | 91 | 341.6
diodes | 6 | 15.01
fillers | 12160 | 76900
well taps | 1890 | 2365
repair buffers | 326 | 2878
multi-input cells | 2365 | 24260
clock inverters | 78 | 890.9
flip-flops and latches | 1054 | 31500
clock buffers | 125 | 2788
synthesized netlist by cell type, drive strengths merged (23+ instances only):
| cell | instances |
|---|---|
| a22oi | 66 |
| and2 | 25 |
| a21oi | 179 |
| nand3 | 60 |
| mux4 | 480 |
| nor2b | 37 |
| a31oi | 23 |
| nor3 | 52 |
| nand2 | 170 |
| mux2 | 52 |
| inv | 90 |
| and3 | 25 |
| edfxtp | 1024 |
| a211oi | 32 |
| nand4 | 25 |
| nor2 | 255 |
| a21o | 33 |
| buf | 158 |
| ha | 94 |
| o21a | 24 |
| o21ai | 89 |
| clkbuf | 89 |
| xnor2 | 50 |
| nand2b | 35 |
| mux2i | 201 |
| o22ai | 24 |
| dfrtp | 30 |
per-layer routing:
metal  up-vias  share of wire (%)  routed length, µm  track usage (%)
li1      15840                  -                  -                -
met1     18930                 31              62420            33.55
met2      2572                 47              95190            45.43
met3       458                 17              35180            22.64
met4        25                4.4               8980            10.15
met5         -               0.34                696            3.439
No activity file was given, so power comes from the tool's default toggle rates.
